==> design/flow/design.v <==
module coeff_memory (input wr_en, rd_en, Sclk,
							input [8:0] coeff_wr_addr, coeff_rd_addr,
							input [15:0] data_in,
							output [15:0] coeff_data);
	reg [15:0] coeff_mem [0:511];
	always @(negedge Sclk)
	begin
		if(wr_en == 1'b1)
			coeff_mem[coeff_wr_addr] = data_in;
	end
   assign coeff_data = (rd_en) ? coeff_mem[coeff_rd_addr] : 16'd0;
endmodule
==> design/flow/run.sh <==
#!/bin/bash
# OpenROAD 26Q1-2900-gdf79404cd8, Yosys 0.63+post, stock flow scripts
make -C /OpenROAD-flow-scripts/flow DESIGN_CONFIG=/design/flow/config.mk WORK_HOME=/design/flow/orfs finish
==> design/flow/config.mk <==
export PLATFORM = sky130hd
export DESIGN_NAME = coeff_memory
export DESIGN_NICKNAME = coeff_memory
export VERILOG_FILES = /design/flow/design.v
export SDC_FILE = /design/flow/constraint.sdc
export NUM_CORES = 4
export LEC_CHECK = 1
export CORE_UTILIZATION = 50
export SYNTH_MEMORY_MAX_BITS = 65536
==> design/flow/constraint.sdc <==
current_design coeff_memory

set clk_period 52.6
set clk_io_pct 0.2

create_clock -name clk0 -period $clk_period [get_ports {Sclk}]

set non_clock_inputs [all_inputs -no_clocks]
set_input_delay [expr $clk_period * $clk_io_pct] -clock clk0 $non_clock_inputs
set_output_delay [expr $clk_period * $clk_io_pct] -clock clk0 [all_outputs]
==> flow_summary_export.csv <==
group,metric,value,unit
outcome,outcome,"completed",
setup_path,cp-start-kind,"flip-flop",
floorplanning,ios,53,
route,avgRoutedWirePerCell,28.0,um
setup_path,cp_max_fo,1,
floorplanning,dieHeight,796,um
final_layout,logic_area,64100,um^2
synth,syn_area,315000,um^2
global_route,grt_use_total,33.4,%
floorplanning,core_region_area,628000,um^2
final_timing,slew_viol_final,0,
flow_run,cap_violations,0,
synth,yosys-stat-area,315000,um^2
global_route,grt.met2_usage,43.1,%
placement,hpwl,548000,um
setup_path,arrival,31.92,ns
final_timing,setup_viol,0,
global_route,grt_pass1_vias,210000,
final_timing,max_slew.worst_pin.slew,1.41,ns
floorplanning,dieWidth,796,um
pwr,p_per_area,42.1,nW/um^2
min_path,min_path_type,"input port to primary output",
global_route,grt-ovfl-total,0,
final_timing,hold_violations,0,
clock_tree,clock-sinks,8192,
clock_tree,clkTransAtPathRegs,0.04,ns
clock_tree,cts_tree,"built",
clock_tree,cts_root_buf,"clkbuf_16",
final_layout,syn_to_final_growth,23.6,%
placement,portBuffers,52,
route,post-route-drc-count,0,
synth,simple_gate_share,1.98,%
final_timing,relSlewSlack,5.30,%
final_layout,mostFrequentLayoutCell,"inv_1",
setup_path,critPathRequiredTime,42.08,ns
synth,syn-instance-count,14500,
route,drt_first_iter_violations,11900,
synth,ys_async_sr_fraction,0,%
synth,adder_share,0,%
synth,ys_sh_aoi,3.50,%
synth,ys.warnings.count,1,
pwr,p_leak,0.158,uW
route,drtPass1Iterations,6,
floorplanning,chipArea,634000,um^2
final_layout,drive_above_1_share,17.5,%
route,num_vias,183000,
flow_run,openroad.warnings,1031,
pwr,max-vdd-ir-drop,0.0388,mV
final_layout,mostFrequentLayoutCells,"inv_1 (8448), edfxtp_1 (8192), mux4_2 (1669)",
global_route,antenna_found_initial,51,
global_route,grt.busiest_layer,"met2",
clock_tree,cts_buffers,856,
setup_path,crit_path_end_kind,"primary output",
synth,mux_share,14.7,%
synth,avgSynthCellArea,21.7,um^2
synth,logic_family,"multiplexers",
global_route,grt_pass1_wl,1320000,um
final_layout,seqCellArea,246000,um^2
final_timing,rsz0062_at_grt,"no",
final_layout,nFillCells,42900,
placement,dp.cells,23200,
global_route,grt_max_degree,108,
synth,numSynthFlops,8192,
synth,edf_count,8192,
global_route,grt_util_met1,38.8,%
synth,xor_share,0,%
final_timing,whs,22.42,ns
route,via_per_inst,5.53,
clock_tree,h-tree-depth,6,
final_layout,largest_reg_flops,8192,
clock_tree,clock_path_buffers,4,
global_route,met3_usage,30.4,%
final_timing,tns,0,ns
clock_tree,ctsHoldBuffers,0,
synth,ys.flop_type,"edfxtp_1",
synth,synth_seq_share,78.0,%
final_layout,stdcell_count,33100,
synth,yosysUniqueCellTypes,85,
clock_tree,post_cts_buffers,0,
placement,gp_congestion,0.911,
floorplanning,placementRows,291,
synth,ys_cells,14500,
setup_path,path_class,"flip-flop to primary output",
route,ant_nets,0,
floorplanning,fp_util,50.2,%
route,routed_wl,924000,um
clock_tree,cts-resized-gates,0,
[path summary, 6_finish.rpt]
path | from | cells past startpoint | end | slack, ns
worst max-delay path | coeff_mem[509][12] | 10 | coeff_data[12] | 10.16
worst min-delay path | coeff_rd_addr[2] | 5 | coeff_data[13] | 22.42
[routing by layer]
| layer | vias up | routed length [um] |
|---|---|---|
| li1 | 80600 | - |
| met4 | 63 | 41000 |
| met3 | 1699 | 175000 |
| met5 | - | 2770 |
| met1 | 88900 | 282000 |
| met2 | 11600 | 424000 |
[critical path, stage by stage (launching register included)]
cell             delay (ns)
edfxtp_1               0.31
mux2i_1                0.07
a221oi_1               0.54
a21oi_1                0.09
o21ai_0                0.64
a41oi_1                0.78
buf_4                  0.37
or4_1                  0.66
o31ai_1                0.36
buf_4                  0.24
clkdlybuf4s50_1        0.49
[Yosys cell counts, types with 9 or more instances]
library cell  instances  share of area (%)
or4_1                12              0.029
nand2_1             276               0.33
nand4_1              22              0.044
buf_8                35               0.17
a221oi_1            104               0.29
buf_6               140               0.50
o22ai_1             286               0.57
and2_1               13              0.026
buf_2               223               0.35
nor2b_1              16              0.032
nor2_1              658               0.78
or3_1                26              0.052
o21ai_0             124               0.20
mux4_2             1669                 12
mux4_1               16               0.13
o221ai_1            156               0.43
a31oi_1              22              0.044
nand3_1              70               0.11
a211oi_1             60               0.14
o211ai_1             38              0.090
buf_1                58              0.069
a22o_1              104               0.29
o31ai_1              15              0.036
a22oi_1             247               0.59
o31a_1                9              0.025
buf_4               119               0.28
mux2_2               34               0.12
o2bb2ai_1            10              0.028
clkbuf_1            308               0.37
a32oi_1              14              0.039
a2111oi_0            40               0.11
mux2i_1             801                2.5
a21oi_1             229               0.36
and3_1               34              0.067
nor4_1               50              0.099
edfxtp_1           8192                 78
nor3_1              136               0.22
o32ai_1              26              0.072
[layout make-up]
cell class,instances,area share (%)
diodes,98,0.0629
clock buffers,864,5.55
clock inverters,8903,9.73
inverters,8,0.0112
multi-input cells,5452,16.4
flip-flops and latches,8192,63.1
well taps,8350,2.68
repair buffers,1204,2.42
[metrics by stage]
stage	setup slack [ns]	instance area, um^2	util [%]	total power, uW
5_1_grt	9.76	390000	62.1	17400
4_1_cts	10.10	390000	62.0	16600
2_1_floorplan	13.84	315000	-	8580
6_report	10.16	390000	62.1	16400
3_3_place_gp	10.80	330000	52.5	8920
3_5_place_dp	11.32	330000	52.5	8930
[cell families (layout without fill, tap and decap cells)]
logic type             count (synthesis)  in the layout
and+or+nand+nor                     1382           1382
DFF                                 8192           8192
AOI/OAI and AO/OA                   1550           1550
muxes                               2520           2520
buffers and inverters                897          11000
other                                  0             98
[power by group]
group          internal [uW]  switching (uW)  leakage, uW
Combinational            212             468       0.0265
Clock                   4430            4040       0.0580
Sequential              7250            1.58       0.0736
Power figures rest on the tool's default switching activity, not on a simulated workload.
