--- flow/run.sh ---
#!/bin/bash
# OpenROAD 26Q1-2900-gdf79404cd8, Yosys 0.63+post, stock flow scripts
make -C /OpenROAD-flow-scripts/flow DESIGN_CONFIG=/design/flow/config.mk WORK_HOME=/design/flow/orfs finish
--- flow/config.mk ---
export PLATFORM = sky130hd
export DESIGN_NAME = data_memory
export DESIGN_NICKNAME = data_memory
export VERILOG_FILES = /design/flow/design.v
export SDC_FILE = /design/flow/constraint.sdc
export NUM_CORES = 4
export LEC_CHECK = 1
export CORE_UTILIZATION = 50
--- flow/constraint.sdc ---
current_design data_memory

set clk_period 46.6
set clk_io_pct 0.2

create_clock -name clk0 -period $clk_period [get_ports {Sclk}]
create_clock -name clk1 -period $clk_period [get_ports {input_rdy_flag}]

set non_clock_inputs [all_inputs -no_clocks]
set_input_delay [expr $clk_period * $clk_io_pct] -clock clk0 $non_clock_inputs
set_output_delay [expr $clk_period * $clk_io_pct] -clock clk0 [all_outputs]
--- flow/design.v ---
module data_memory (input wr_en, rd_en, Sclk, input_rdy_flag,
					input [7:0] data_wr_addr, data_rd_addr,
					input [15:0] data_in,
					output [15:0] xin_data,
					output reg zero_flag);
	reg [15:0] data_mem [0:255];
	reg [11:0] zero_cnt;
	always @(negedge Sclk)
	begin
		if(wr_en == 1'b1)
			data_mem[data_wr_addr] = data_in;
		else
			data_mem[data_wr_addr] = data_mem[data_wr_addr];
	end
	always @(posedge input_rdy_flag)
	begin
		if (data_in == 16'd0)
		begin
			zero_cnt = zero_cnt + 1'b1;
			if (zero_cnt == 12'd800)
				zero_flag = 1'b1;
			else if (zero_cnt > 12'd800)
			begin
				zero_cnt = 12'd800;
				zero_flag = 1'b1;
			end
		end		
		else if (data_in != 16'd0)
		begin
			zero_cnt = 12'd0;
			zero_flag = 1'b0;
		end
	end
	assign xin_data = (rd_en) ? data_mem[data_rd_addr] : 16'd0;
endmodule
==> Flow_metrics.wiki <==
== Metrics ==
{| class="wikitable"
! Metric !! Value
|-
| Outcome || aborted with a tool error
|-
| Stop stage || 5_1_grt
|-
| First error line in the log || [ERROR GRT-0116] Global routing finished with congestion. Check the congestion regions in the DRC Viewer.
|-
| Placement-stage cell area || 0.196 mm²
|-
| I/O Buffers || 51
|-
| Cts-stage hold buffer count || 0
|-
| Die Span X || 597 µm
|-
| Synthesized area divided by synthesized cell count || 14.2 µm²
|-
| Quantity of gates resized following cts || 0
|-
| Synthesized flop and latch total || 4109
|-
| Buffers inserted during post-CTS setup optimization || 0
|-
| Final weighted congestion in routability-driven placement || 1.79
|-
| Sequential area share after synthesis || 69.7%
|-
| Number of distinct standard cells referenced by the synthesized netlist || 84
|-
| Synth Flop Type || sky130_fd_sc_hd__edfxtp_1
|-
| Global-route wire length before repair || 2530000 µm
|-
| Clock tree sinks || 4109
|-
| Global route total overflow || 68711
|-
| Post-detailed-placement half-perimeter wirelength || 1250000 µm
|-
| Effective utilization at floorplan || 50.2%
|-
| I/O pin cnt || 53
|-
| Die height || 597 µm
|-
| Yosys synthesis warning count || 2
|-
| Via count of the first global-routing pass || 235893
|-
| Row count || 218
|-
| Synthesis area per yosys || 0.177 mm²
|-
| Number of enable flip-flop cells || 4097
|-
| Total global routing track utilization || 123%
|-
| Maximum number of pins on one net before global-route repair || 209
|-
| Share of synthesized registers carrying an async set or reset || 0%
|-
| Mapped cell area || 0.177 mm²
|-
| Cell count listed in synth_stat.txt || 12497
|-
| Instance tally after logic synthesis || 12497
|}
logic make-up after synthesis:
logic type,after synthesis,share of synthesized area (%)
other,1,0.00212
AND/OR/NAND/NOR,2509,7.27
adder cells (fa/ha/maj),2,0.0127
multiplexers,7,0.0410
AND-OR/OR-AND,4853,20.7
XOR/XNOR,12,0.0594
buffers and inverters,1004,2.19
flip-flops,4109,69.7
Yosys cell counts, types with 12 or more instances:
cell	instances	area share, %
sky130_fd_sc_hd__a2111oi_0	40	0.20
sky130_fd_sc_hd__a211oi_1	20	0.085
sky130_fd_sc_hd__a21oi_1	227	0.64
sky130_fd_sc_hd__a221oi_1	174	0.86
sky130_fd_sc_hd__a222oi_1	223	1.3
sky130_fd_sc_hd__a22o_1	360	1.8
sky130_fd_sc_hd__a22oi_1	3003	13
sky130_fd_sc_hd__a31oi_1	24	0.085
sky130_fd_sc_hd__a32o_1	16	0.091
sky130_fd_sc_hd__a32oi_1	86	0.43
sky130_fd_sc_hd__and3_1	105	0.37
sky130_fd_sc_hd__and4_1	22	0.11
sky130_fd_sc_hd__and4b_1	21	0.12
sky130_fd_sc_hd__buf_1	134	0.28
sky130_fd_sc_hd__buf_2	51	0.14
sky130_fd_sc_hd__clkbuf_1	785	1.7
sky130_fd_sc_hd__dfxtp_1	12	0.14
sky130_fd_sc_hd__edfxtp_1	4097	70
sky130_fd_sc_hd__inv_1	24	0.051
sky130_fd_sc_hd__nand2_1	534	1.1
sky130_fd_sc_hd__nand3_1	212	0.60
sky130_fd_sc_hd__nand4_1	318	1.1
sky130_fd_sc_hd__nand4b_1	18	0.089
sky130_fd_sc_hd__nand4bb_1	23	0.15
sky130_fd_sc_hd__nor2_1	657	1.4
sky130_fd_sc_hd__nor3_1	173	0.49
sky130_fd_sc_hd__nor4_1	243	0.86
sky130_fd_sc_hd__nor4b_1	20	0.099
sky130_fd_sc_hd__nor4bb_1	25	0.14
sky130_fd_sc_hd__o2111ai_1	21	0.10
sky130_fd_sc_hd__o211ai_1	63	0.27
sky130_fd_sc_hd__o21ai_0	98	0.28
sky130_fd_sc_hd__o221ai_1	22	0.11
sky130_fd_sc_hd__o22a_1	33	0.16
sky130_fd_sc_hd__o22ai_1	394	1.4
sky130_fd_sc_hd__or3_1	12	0.042
sky130_fd_sc_hd__or4_1	58	0.25
sky130_fd_sc_hd__or4b_2	16	0.091
through the flow:
| stage | utilization, % | power [mW] | std cells | setup slack [ns] |
|---|---|---|---|---|
| 2_1_floorplan | - | 5.19 | 12498 | 1.69 |
| 3_3_place_gp | 55.6 | 5.60 | 17781 | 7.24 |
| 3_5_place_dp | 55.6 | 5.60 | 17781 | 7.29 |
| 4_1_cts | 64.2 | 10.2 | 22684 | 8.30 |
layer usage:
layer / overflow / global-route usage [%]
met1: 24399 / 135
met2: 30319 / 136
met3: 7529 / 105
met4: 5609 / 106
met5: 855 / 101
Power figures rest on the tool's default switching activity, not on a simulated workload.
